<file path="run.sh">
#!/bin/bash
# OpenROAD 26Q1-2900-gdf79404cd8, Yosys 0.63+post, stock flow scripts
make -C /OpenROAD-flow-scripts/flow DESIGN_CONFIG=/design/flow/config.mk WORK_HOME=/design/flow/orfs finish
</file>
<file path="config.mk">
export PLATFORM = sky130hd
export DESIGN_NAME = udp_sender_top
export DESIGN_NICKNAME = udp_sender_top
export VERILOG_FILES = /design/flow/design.v
export SDC_FILE = /design/flow/constraint.sdc
export NUM_CORES = 4
export LEC_CHECK = 1
export CORE_UTILIZATION = 30
</file>
<file path="constraint.sdc">
current_design udp_sender_top

set clk_period 1.4
set clk_io_pct 0.2

create_clock -name clk0 -period $clk_period [get_ports {CLK100MHZ}]

set non_clock_inputs [all_inputs -no_clocks]
set_input_delay [expr $clk_period * $clk_io_pct] -clock clk0 $non_clock_inputs
set_output_delay [expr $clk_period * $clk_io_pct] -clock clk0 [all_outputs]
</file>
<file path="design.v">
module clk_divider_4x(
    input wire clk_in,
    output reg clk_out,
    input wire reset
);
    reg [1:0] counter;
    always @(posedge clk_in or posedge reset) begin
        if (reset) begin
            counter <= 2'b00;
            clk_out <= 1'b0;
        end else begin
            counter <= counter + 1'b1;
            if (counter == 2'b01) begin
                clk_out <= ~clk_out;
                counter <= 2'b00;
            end
        end
    end
endmodule
module mii_tx(
    input wire clk,               
    input wire reset,
    input wire [7:0] tx_data,     
    input wire tx_valid,          
    output reg tx_ready,          
    input wire tx_start,          
    output reg mii_tx_en,         
    output reg [3:0] mii_txd      
);
    reg [7:0] data_buffer;
    reg [1:0] nibble_counter;
    reg sending;
    reg tx_valid_prev;
    always @(posedge clk or posedge reset) begin
        if (reset) begin
            mii_tx_en <= 1'b0;
            mii_txd <= 4'h0;
            data_buffer <= 8'h00;
            nibble_counter <= 2'b00;
            tx_ready <= 1'b0;
            sending <= 1'b0;
            tx_valid_prev <= 1'b0;
        end else begin
            tx_valid_prev <= tx_valid;
            if (tx_start && !sending) begin
                sending <= 1'b1;
                nibble_counter <= 2'b00;
                tx_ready <= 1'b1;
            end
            if (sending) begin
                if (tx_valid && nibble_counter == 2'b00) begin
                    data_buffer <= tx_data;
                    nibble_counter <= 2'b01;
                    mii_tx_en <= 1'b1;
                    mii_txd <= tx_data[7:4];  
                    tx_ready <= 1'b0;
                end else if (nibble_counter == 2'b01) begin
                    mii_txd <= data_buffer[3:0];
                    nibble_counter <= 2'b00;
                    if (!tx_valid && tx_valid_prev) begin
                        tx_ready <= 1'b0;
                    end else if (!tx_valid) begin
                        mii_tx_en <= 1'b0;
                        sending <= 1'b0;
                        tx_ready <= 1'b0;
                    end else begin
                        tx_ready <= 1'b1;
                    end
                end
            end else begin
                mii_tx_en <= 1'b0;
                mii_txd <= 4'h0;
                tx_ready <= 1'b0;
            end
        end
    end
endmodule
module udp_packet_gen(
    input wire clk,
    input wire reset,
    input wire trigger,
    output reg [7:0] tx_data,
    output reg tx_valid,
    input wire tx_ready,
    output reg tx_start
);
    parameter [47:0] SRC_MAC = 48'h00_0A_35_01_02_03;   
    parameter [47:0] DST_MAC = 48'hFF_FF_FF_FF_FF_FF;   
    parameter [31:0] SRC_IP = 32'hC0_A8_00_64;          
    parameter [31:0] DST_IP = 32'hC0_A8_00_62;          
    parameter [15:0] SRC_PORT = 16'd12345;
    parameter [15:0] DST_PORT = 16'd54321;
    parameter [15:0] UDP_LENGTH = 16'd20;               
    parameter [95:0] PAYLOAD = 96'h48_65_6C_6C_6F_20_57_6F_72_6C_64_21;  
    localparam IDLE = 4'd0;
    localparam PREAMBLE = 4'd1;
    localparam ETH_HEADER = 4'd2;
    localparam IP_HEADER = 4'd3;
    localparam UDP_HEADER = 4'd4;
    localparam UDP_PAYLOAD = 4'd5;
    localparam FCS = 4'd6;
    reg [3:0] state;
    reg [7:0] byte_counter;
    reg [15:0] ip_checksum;
    reg [15:0] ip_total_length;
    reg [15:0] ip_header_checksum;
    reg trigger_prev;
    wire trigger_edge;
    always @(*) begin
        ip_total_length = 16'd28;  
        ip_header_checksum = 16'h0000;  
    end
    assign trigger_edge = trigger && !trigger_prev;
    always @(posedge clk or posedge reset) begin
        if (reset) begin
            state <= IDLE;
            tx_data <= 8'h00;
            tx_valid <= 1'b0;
            tx_start <= 1'b0;
            byte_counter <= 8'd0;
            trigger_prev <= 1'b0;
        end else begin
            trigger_prev <= trigger;
            tx_valid <= 1'b0;
            tx_start <= 1'b0;
            case (state)
                IDLE: begin
                    if (trigger_edge) begin
                        state <= PREAMBLE;
                        byte_counter <= 8'd0;
                        tx_start <= 1'b1;
                    end
                end
                PREAMBLE: begin
                    if (tx_ready) begin
                        tx_valid <= 1'b1;
                        if (byte_counter < 7) begin
                            tx_data <= 8'h55;  
                            byte_counter <= byte_counter + 1;
                        end else begin
                            tx_data <= 8'hD5;  
                            byte_counter <= 8'd0;
                            state <= ETH_HEADER;
                        end
                    end
                end
                ETH_HEADER: begin
                    if (tx_ready) begin
                        tx_valid <= 1'b1;
                        case (byte_counter)
                            0: tx_data <= DST_MAC[47:40];
                            1: tx_data <= DST_MAC[39:32];
                            2: tx_data <= DST_MAC[31:24];
                            3: tx_data <= DST_MAC[23:16];
                            4: tx_data <= DST_MAC[15:8];
                            5: tx_data <= DST_MAC[7:0];
                            6: tx_data <= SRC_MAC[47:40];
                            7: tx_data <= SRC_MAC[39:32];
                            8: tx_data <= SRC_MAC[31:24];
                            9: tx_data <= SRC_MAC[23:16];
                            10: tx_data <= SRC_MAC[15:8];
                            11: tx_data <= SRC_MAC[7:0];
                            12: tx_data <= 8'h08;  
                            13: begin
                                tx_data <= 8'h00;  
                                byte_counter <= 8'd0;
                                state <= IP_HEADER;
                            end
                            default: begin
                                byte_counter <= byte_counter + 1;
                            end
                        endcase
                        if (byte_counter < 13) byte_counter <= byte_counter + 1;
                    end
                end
                IP_HEADER: begin
                    if (tx_ready) begin
                        tx_valid <= 1'b1;
                        case (byte_counter)
                            0: tx_data <= 8'h45;  
                            1: tx_data <= 8'h00;  
                            2: tx_data <= ip_total_length[15:8];  
                            3: tx_data <= ip_total_length[7:0];   
                            4: tx_data <= 8'h00;  
                            5: tx_data <= 8'h00;  
                            6: tx_data <= 8'h40;  
                            7: tx_data <= 8'h00;  
                            8: tx_data <= 8'h40;  
                            9: tx_data <= 8'h11;  
                            10: tx_data <= ip_header_checksum[15:8];  
                            11: tx_data <= ip_header_checksum[7:0];   
                            12: tx_data <= SRC_IP[31:24];
                            13: tx_data <= SRC_IP[23:16];
                            14: tx_data <= SRC_IP[15:8];
                            15: tx_data <= SRC_IP[7:0];
                            16: tx_data <= DST_IP[31:24];
                            17: tx_data <= DST_IP[23:16];
                            18: tx_data <= DST_IP[15:8];
                            19: begin
                                tx_data <= DST_IP[7:0];
                                byte_counter <= 8'd0;
                                state <= UDP_HEADER;
                            end
                            default: begin
                                byte_counter <= byte_counter + 1;
                            end
                        endcase
                        if (byte_counter < 19) byte_counter <= byte_counter + 1;
                    end
                end
                UDP_HEADER: begin
                    if (tx_ready) begin
                        tx_valid <= 1'b1;
                        case (byte_counter)
                            0: tx_data <= SRC_PORT[15:8];
                            1: tx_data <= SRC_PORT[7:0];
                            2: tx_data <= DST_PORT[15:8];
                            3: tx_data <= DST_PORT[7:0];
                            4: tx_data <= UDP_LENGTH[15:8];
                            5: tx_data <= UDP_LENGTH[7:0];
                            6: tx_data <= 8'h00;  
                            7: begin
                                tx_data <= 8'h00;  
                                byte_counter <= 8'd0;
                                state <= UDP_PAYLOAD;
                            end
                            default: begin
                                byte_counter <= byte_counter + 1;
                            end
                        endcase
                        if (byte_counter < 7) byte_counter <= byte_counter + 1;
                    end
                end
                UDP_PAYLOAD: begin
                    if (tx_ready) begin
                        tx_valid <= 1'b1;
                        case (byte_counter)
                            0: tx_data <= PAYLOAD[95:88];
                            1: tx_data <= PAYLOAD[87:80];
                            2: tx_data <= PAYLOAD[79:72];
                            3: tx_data <= PAYLOAD[71:64];
                            4: tx_data <= PAYLOAD[63:56];
                            5: tx_data <= PAYLOAD[55:48];
                            6: tx_data <= PAYLOAD[47:40];
                            7: tx_data <= PAYLOAD[39:32];
                            8: tx_data <= PAYLOAD[31:24];
                            9: tx_data <= PAYLOAD[23:16];
                            10: tx_data <= PAYLOAD[15:8];
                            11: begin
                                tx_data <= PAYLOAD[7:0];
                                byte_counter <= byte_counter + 1;
                            end
                            12: begin
                                tx_valid <= 1'b0;  
                                byte_counter <= 8'd0;
                                state <= IDLE;
                            end
                            default: begin
                                byte_counter <= byte_counter + 1;
                            end
                        endcase
                        if (byte_counter < 11) byte_counter <= byte_counter + 1;
                    end
                end
                default: begin
                    state <= IDLE;
                end
            endcase
        end
    end
endmodule
module udp_sender_top(
    input wire CLK100MHZ,
    output wire eth_tx_clk,
    output wire eth_tx_en,
    output wire [3:0] eth_txd,
    output wire eth_ref_clk,
    input wire send_trigger
);
    wire clk_25mhz;
    wire clk_locked;
    wire [7:0] tx_data;
    wire tx_valid;
    wire tx_ready;
    wire tx_start;
    clk_divider_4x u_clk_div (
        .clk_in(CLK100MHZ),
        .clk_out(clk_25mhz),
        .reset(1'b0)
    );
    assign eth_tx_clk = clk_25mhz;
    assign eth_ref_clk = clk_25mhz;
    udp_packet_gen u_udp_gen (
        .clk(clk_25mhz),
        .reset(1'b0),
        .trigger(send_trigger),
        .tx_data(tx_data),
        .tx_valid(tx_valid),
        .tx_ready(tx_ready),
        .tx_start(tx_start)
    );
    mii_tx u_mii_tx (
        .clk(clk_25mhz),
        .reset(1'b0),
        .tx_data(tx_data),
        .tx_valid(tx_valid),
        .tx_ready(tx_ready),
        .tx_start(tx_start),
        .mii_tx_en(eth_tx_en),
        .mii_txd(eth_txd)
    );
endmodule
</file>
==> results.tsv <==
stage	metric	value	unit
outcome	status	finished clean	
final_timing	layout_min_cycle_time	1.265	ns
final_timing	max_slew.worst_pin.slew	0.7173	ns
yosys	dominantRegCellSynth	sky130_fd_sc_hd__edfxtp_1	
floorplanning	initial_utilization	31.19	%
floorplanning	fp.coreArea	0.008299	sq mm
setup_path	worstSetupPathType	reg -> out	
yosys	netlist_instances	290	
yosys	syn_area	0.002589	sq mm
yosys	post_synth_num_cell_types	63	
routing	routed_via_density	5.682	
routing	wl_per_cell	16.19	microns
global_route	grt_start_max_net_pins	36	
power_and_ir_drop	power_density	120.1	mW/mm^2
layout	layout-area-overhead-vs-synth	9.473	%
setup_path	critPathBufInv	2	
yosys	ys_warn_count	3	
final_timing	drv_slew	0	
final_timing	grt_setup_unrepaired	no	
global_route	use_met1	24.28	%
final_timing	report.final.hold_viol_count	0	
clocking	holdBufCountCts	0	
floorplanning	floorplan.die_area	0.009004	sq mm
yosys	yosys-stat-cells	290	
setup_path	timing.critical_path.max_delay_family	buffers and inverters	
global_route	grt_first_pass_wirelength	10650	microns
run	timing.max_cap.violations	0	
placed_design	placement.io_buffers	8	
global_route	met3_layer_usage_reported_by_global_route	1.471	%
yosys	synth-area-yosys	0.002589	sq mm
clocking	clkTransAtPathRegs	0.03	ns
setup_path	end_kind	primary output	
routing	totalWireLength	6412	microns
global_route	antenna_found_initial	0	
global_route	gr-usage-met2	23.32	%
floorplanning	placement_rows	33	
layout	post_route_utilization	34.15	%
power_and_ir_drop	vdd_ir_drop_max	0.4156	mV
layout	stdcell_area	0.002834	sq mm
global_route	grt_use_total	15.44	%
run	openroad.warnings	29	
global_route	vias_in_the_first_global_route	2052	
setup_path	setup.worst_path.start_class	flop	
final_timing	fmax	790.5	MHz
floorplanning	io-pin-count	9	
clocking	insertion_delay	0.21	ns
clocking	clock-root-buffer	sky130_fd_sc_hd__clkbuf_8	
yosys	synth-async-reset-ratio	0	%
final_timing	register_pins_left_without_a_clock	36	
setup_path	r2r_setup_slack	0.37	ns
routing	num_vias	2250	
power_and_ir_drop	power.leakage	1.011	nW
floorplanning	die_height	94.89	microns
global_route	grt_most_used_layer	met1	
placed_design	finalWeightedCongestion	0.9481	
setup_path	critical_path.cell_chain	buf_4 -> dlygate4sd2_1	
placed_design	dp_hpwl	4547	microns
routing	remaining_antenna_violation_count_after_routing	0	
routing	drtPass1Iterations	5	
clocking	cts_made_buffers	3	
clocking	cts_max_level	1	
setup_path	worst-path-max-fanout	3	
yosys	synth-edff-count	24	
final_timing	finClkSkew	0.0001369	ns
final_timing	max-slew-margin-rel	52.07	%
final_timing	tns	0	ns
min_path	worstHoldPathType	reg -> reg	
routing	drc	0	
floorplanning	die-width	94.89	microns
yosys	post_synth.cell_area_avg	8.927	sq um
final_timing	number_of_setup_violations_in_the_final_report	0	
routing	drt_iter0_drc	256	
setup_path	critical-path-slowest-cell	sky130_fd_sc_hd__edfxtp_1	
final_timing	finalCritPeriodShare	90.36	%
final_timing	count_of_endpoints_without_a_timing_constraint	64	
placed_design	dpl_cell_area	0.002761	sq mm
clocking	cts-root-to-sink-buffers	2	
routing	n_antenna_cell	0	
yosys	ys.flops	39	
setup_path	max_stage_delay	0.37	ns
layout	layout-drive-gt1-share	8.935	%
setup_path	cp_data_arrival_time	0.99	ns
clocking	tritoncts	done	
setup_path	worst_ep_required_time	1.12	ns
yosys	proportion_of_synthesized_chip_area_in_sequential_cells	39.44	%
global_route	globalRoute.totalOverflow	0	
[synthesized netlist by cell type, drive strengths merged, types with 3 or more instances]
cell type / number / area share, %
nor3: 3 / 0.58
a31oi: 8 / 1.9
nand2: 24 / 3.5
clkbuf: 14 / 2.0
nor2: 34 / 4.9
or2: 3 / 0.73
a211oi: 3 / 0.87
nor4: 4 / 0.97
a221oi: 3 / 1.0
mux2i: 4 / 1.5
or3b: 4 / 1.4
a21oi: 14 / 2.9
nand2b: 5 / 1.2
nor2b: 4 / 0.97
o2111ai: 3 / 1.0
nand3: 8 / 1.5
xor2: 3 / 1.0
o21ai: 22 / 4.4
and3: 3 / 0.73
inv: 11 / 1.6
xnor2: 4 / 1.4
dfxtp: 15 / 12
ha: 7 / 3.4
buf: 7 / 1.5
nand3b: 5 / 1.5
o211a: 5 / 1.9
edfxtp: 24 / 28
[report_power, final]
part	total, mW	internal, mW	switching [mW]
Combinational	0.00410	0.00278	0.00132
Clock	0.246	0.194	0.0521
Sequential	0.0904	0.0904	0
Total	0.340	0.287	0.0534
[per-stage QoR]
stage / power [mW] / worst slack, ns / instances / hold WS [ns]
after floorplan: 0.09223 / 0.1903 / 290 / 0.3992
after global placement: 0.09610 / 0.09904 / 388 / 0.4076
after detailed placement: 0.09572 / 0.1126 / 388 / 0.4236
after CTS: 0.3515 / 0.03087 / 395 / 0.4321
after global routing: 0.3564 / 0.09089 / 396 / 0.4714
final: 0.3403 / 0.1350 / 396 / 0.4388
[layout make-up]
| class | count | area (sq um) |
|---|---|---|
| Multi-Input combinational cell | 219 | 1443 |
| Fill cell | 848 | 5465 |
| Clock buffer | 4 | 45.04 |
| Inverter | 11 | 41.29 |
| Sequential cell | 39 | 1021 |
| Tap cell | 105 | 131.4 |
| Timing Repair Buffer | 18 | 152.6 |
[routing by layer]
metal	vias to the layer above	wire, microns
met4	0	171
met1	1035	2995
met2	105	2814
li1	1094	-
met5	-	0
met3	16	431
[final timing paths]
path,start,to,cells after the start
max,u_clk_div.clk_out$_DFFE_PN_,eth_ref_clk,2
min,u_clk_div.counter[0]$_SDFF_PN0_,u_clk_div.counter[0]$_SDFF_PN0_,1
max reg2reg,u_clk_div.clk_out$_DFFE_PN_,u_clk_div.clk_out$_DFFE_PN_,4
min reg2reg,u_clk_div.counter[0]$_SDFF_PN0_,u_clk_div.counter[0]$_SDFF_PN0_,1
[flip-flops by register name, indices dropped and copies added, names as in the netlist, 2 cells and up]
name	count
u_clk_div.counter	2
u_mii_tx.data_buffer	4
u_mii_tx.mii_txd	4
u_mii_tx.nibble_counter	2
u_udp_gen.byte_counter	8
u_udp_gen.state	3
u_udp_gen.tx_data	8
[cells in the final DEF (no fill, tap or decap), types with 3 or more instances in the layout]
master,instances
sky130_fd_sc_hd__xor2_1,3
sky130_fd_sc_hd__a21oi_1,13
sky130_fd_sc_hd__nand2b_1,5
sky130_fd_sc_hd__clkdlybuf4s50_1,6
sky130_fd_sc_hd__nor3_1,3
sky130_fd_sc_hd__ha_1,7
sky130_fd_sc_hd__a211oi_1,3
sky130_fd_sc_hd__nor4_1,4
sky130_fd_sc_hd__inv_1,11
sky130_fd_sc_hd__nor2_1,34
sky130_fd_sc_hd__o2111ai_1,3
sky130_fd_sc_hd__nand2_1,24
sky130_fd_sc_hd__mux2i_1,4
sky130_fd_sc_hd__o21ai_0,21
sky130_fd_sc_hd__and3_1,3
sky130_fd_sc_hd__nand3_1,8
sky130_fd_sc_hd__clkbuf_8,3
sky130_fd_sc_hd__a31oi_1,8
sky130_fd_sc_hd__dfxtp_1,15
sky130_fd_sc_hd__edfxtp_1,24
sky130_fd_sc_hd__nor2b_1,4
sky130_fd_sc_hd__o211a_1,5
sky130_fd_sc_hd__or2_2,3
sky130_fd_sc_hd__a221oi_1,3
sky130_fd_sc_hd__xnor2_1,4
sky130_fd_sc_hd__nand3b_1,5
sky130_fd_sc_hd__buf_4,10
[cells by family after synthesis]
family          Yosys count  synth area share, %
buf+inv                  32                5.075
flops                    39                39.44
mux                       4                1.547
xor+xnor                  7                2.368
simple gates            112                23.06
compound gates           89                25.13
fa+ha+maj                 7                3.383
[timing repair]
action                     4_1_cts  5_1_grt
gates resized                    2        0
setup endpoints to repair        2        1
buffers inserted                 3        1
Power figures rest on the tool's default switching activity, not on a simulated workload.
