## design/flow/design.v

```verilog
module led_blinker (
    input wire clk,         
    input wire rst,         
    output reg led          
);
    parameter CLK_FREQ = 100_000_000;   
    parameter TARGET_FREQ = 1;           
    parameter COUNTER_MAX = (CLK_FREQ / (2 * TARGET_FREQ)) - 1;
    parameter COUNTER_WIDTH = $clog2(COUNTER_MAX);
    reg [COUNTER_WIDTH-1:0] counter;
    always @(posedge clk) begin
        if (rst) begin
            counter <= 0;
            led <= 0;
        end else begin
            if (counter >= COUNTER_MAX) begin
                counter <= 0;
                led <= ~led;   
            end else begin
                counter <= counter + 1;
            end
        end
    end
endmodule
```

## design/flow/run.sh

```bash
#!/bin/bash
# OpenROAD 26Q1-2900-gdf79404cd8, Yosys 0.63+post, stock flow scripts
make -C /OpenROAD-flow-scripts/flow DESIGN_CONFIG=/design/flow/config.mk WORK_HOME=/design/flow/orfs finish
```

## design/flow/config.mk

```make
export PLATFORM = sky130hd
export DESIGN_NAME = led_blinker
export DESIGN_NICKNAME = led_blinker
export VERILOG_FILES = /design/flow/design.v
export SDC_FILE = /design/flow/constraint.sdc
export NUM_CORES = 4
export LEC_CHECK = 1
export CORE_AREA = 10 10 98 98
export DIE_AREA = 0 0 108 108
```

## design/flow/constraint.sdc

```tcl
current_design led_blinker

set clk_period 3.7
set clk_io_pct 0.2

create_clock -name clk0 -period $clk_period [get_ports {clk}]

set non_clock_inputs [all_inputs -no_clocks]
set_input_delay [expr $clk_period * $clk_io_pct] -clock clk0 $non_clock_inputs
set_output_delay [expr $clk_period * $clk_io_pct] -clock clk0 [all_outputs]
```

==> results.cfg <==
; physical design summary
[run_status]
status = finished, final reports clean

[global_route]
gr-total-overflow = 0
grt-busiest-layer = met2
grt_start_max_net_pins = 27
globalRouteMet2Util_pct = 5.04
antenna_found_initial = 0
met3_usage_pct = 1.20
grt_pass1_vias = 744
use_met1_pct = 4.92
grt_pass1_wl_mm = 3.43
grt_use_total_pct = 3.46

[clocking]
post-cts-setup-buffers = 0
clockBufferDepth = 2
cts_tree = done
numClockSinks = 27
clkTransAtPathRegs_ns = 0.09
cts_resized = 0
cts_buffers = 3
clockRootBuffer = clkbuf_8
htree_num_levels = 1
hold_buffers = 0
clock_latency_ns = 0.27

[logic_synthesis]
syn_inst = 138
synth_cell_types = 33
synthTopLogicFamily = simple AND/OR/NAND/NOR gates
yosys_warnings = 1
netlist_area_um2 = 1270
synthAdderAreaFrac_pct = 0.983
ys_sh_mux_pct = 0.885
ys_sh_simple_pct = 32.2
synth.top_cell.area_share_pct = 42.5
ys_sh_aoi_pct = 3.83
ys_area_um2 = 1270
synth.largest_area_cell = dfxtp_1
xor_share_pct = 15.8
synthTopCellsByArea = dfxtp_1 42%, nor2_1 9.4%, xor2_1 8.9%
yosys_cells = 138
ys_ff = 27
synth-seq-area-share_pct = 42.5
synth.avg_cell_area_um2 = 9.22

[routing]
dr.first_iter.drc_count = 34
diodes = 0
vias = 864
drc_errors = 0
drtPass1Iterations = 4
via_per_inst = 3.54
drtAntennaViolNets = 0
wirelength_mm = 2.00
post_drt_wl_per_cell_um = 8.20

[floorplan]
initCoreUtil_pct = 16.6
coreArea_um2 = 7650
pin_count = 3
die_h_um = 108
fp.dieW_um = 108
die-area_um2 = 11700
num_rows = 32

[sta]
clock_skew_ns = 0.00292
tns_ns = 0
fmax_mhz = 534
hold_violations = 0
relSlewSlack_pct = 62.7
rsz0062_at_grt = false
fin_crit_ns = 1.87
setup_viol = 0
min_period_over_period_pct = 50.6
tightest_slew_ns = 0.555
slew_viol_final = 0

[worst_hold_path]
min_delay_worst_endpoint = counter[0]
hold_depth = 1
hold_path_class = flop to flop
hold_start = counter[0]

[cells_and_area]
comb_area_um2 = 683
drive_above_1_share_pct = 11.3
seq_area_um2 = 541
lay_top_cells = 32 x nor2_1, 27 x dfxtp_1, 13 x xor2_1, 10 x nand2_1, 10 x xnor2_1
nFillCells = 824
layout.cells.most_common = nor2_1
synthToLayoutAreaGrowth_pct = 13.1
final_core_util_pct = 18.8

[pwr]
ir_drop_mv = 0.111
leakage_nw = 0.485
switchingPower_w = 0.0000986
seq_power_share_pct = 62.6
pwr-share-clk_pct = 34.8
finalPower_w = 0.000474
p_per_area_nw_per_um2 = 329
p_comb_share_pct = 2.6
internal-power_w = 0.000375
switching_share_pct = 20.8

[worst_setup_path]
r2r_setup_slack_ns = 1.83
critPathMaxFanout = 5
crit_start = counter[0]
r2r_start = counter[0]
cpMaxStageDelayCell = nor3_1
max_stage_delay_ns = 0.53
cp_data_arrival_time_ns = 2.03
worst-setup-path-type = flop to flop
required_ns = 3.86
rr_worst_depth = 6
r2r-end = counter[24]
end_kind = flop
start_kind = flop
crit_chain = ha_1 > nand4_2 > nor3_1 > nand4_1 > xor2_1 > nor2_1

[placement]
place_congestion = 0.757
portBuffers = 2
place_hpwl_mm = 1.41

[run]
maxCapViolCount = 0
tool_warnings = 25
critical path, delay by kind of cell (launching register included):
family                   cells  cell delay, ns
AND/OR/NAND/NOR              4            0.96
adder cells (fa/ha/maj)      1            0.25
flip-flops                   1            0.40
XOR/XNOR                     1            0.15
metal layers:
layer,wire length [µm],part of all wire (%)
met1,1040,52
met2,848,42
met3,72,3.6
met4,39,1.9
met5,0,0
layout make-up:
cell class	instances	share of cell area, %
Sequential cell	27	37.6
Clock buffer	4	3.13
Timing Repair Buffer	3	1.91
Tap cell	102	8.87
Inverter	4	1.04
Multi-Input combinational cell	104	47.5
per-stage QoR:
step                      hold WS, ns  cell area, µm²  setup WS (ns)  std cells
after floorplan                 0.444            1270           2.10        138
after detailed placement        0.467            1390           1.83        240
after global placement          0.469            1390           1.82        240
after CTS                       0.491            1440           1.79        244
after global routing            0.516            1440           1.66        244
final                           0.485            1440           1.83        244
worst max-delay path by stage:
stage                 slack [ns]  cells past startpoint          end
final                       1.83                      6  counter[24]
after CTS                   1.79                      6  counter[25]
after global routing        1.66                      6  counter[20]
synthesized netlist by cell type:
cell type / n
buf_6: 3
xor2_1: 13
a31oi_1: 1
inv_1: 4
and4_1: 1
nand3_1: 7
and3_2: 1
nor3b_2: 1
nand4_4: 1
nor3_1: 4
nor4b_1: 1
ha_1: 1
nand3_4: 1
nor2b_1: 1
xnor2_1: 10
nor4_4: 1
nor4_2: 1
a211oi_1: 1
a21boi_0: 1
o21ai_0: 1
a221o_1: 1
a22oi_1: 1
nand4_2: 2
nor2_1: 32
and3_1: 1
nand4_1: 4
dfxtp_1: 27
and4_4: 1
nand2_1: 10
or2_2: 1
mux2_2: 1
nor2_2: 1
o21ai_1: 1
logic make-up (layout without fill, tap and decap cells):
logic type / count (synthesis) / count (layout)
AND-OR/OR-AND: 7 / 7
XOR/XNOR: 23 / 23
adder cells (fa/ha/maj): 1 / 1
buffers and inverters: 7 / 11
flip-flops: 27 / 27
multiplexers: 1 / 1
AND/OR/NAND/NOR: 72 / 72
power groups by stage:
stage | sequential, W | combinational (W) | clock (W)
CTS | 0.000297 | 0.0000126 | 0.000172
global route | 0.000297 | 0.0000140 | 0.000187
finish | 0.000297 | 0.0000122 | 0.000165
flip-flops by register name, indices dropped and copies added (netlist names):
signal / count
led: 1
counter: 26
Power and IR drop assume default switching activity.
